$ cat flow/config.mk
export PLATFORM = sky130hd
export DESIGN_NAME = counter
export DESIGN_NICKNAME = counter
export VERILOG_FILES = /design/flow/design.v
export SDC_FILE = /design/flow/constraint.sdc
export NUM_CORES = 4
export LEC_CHECK = 1
export CORE_AREA = 10 10 70 70
export DIE_AREA = 0 0 80 80
$ cat flow/constraint.sdc
current_design counter

set clk_period 1.9
set clk_io_pct 0.2

create_clock -name clk0 -period $clk_period [get_ports {clk}]

set non_clock_inputs [all_inputs -no_clocks]
set_input_delay [expr $clk_period * $clk_io_pct] -clock clk0 $non_clock_inputs
set_output_delay [expr $clk_period * $clk_io_pct] -clock clk0 [all_outputs]
$ cat flow/design.v
module counter
	#(parameter WIDTH = 8)
(
	input  clk,
	input  reset,
	input  enable,
	output [WIDTH-1:0] counter
);
	reg [WIDTH-1:0] count;
	assign counter = count;
	initial begin
		count = 0;
	end
	always @(negedge clk) begin
		count = reset ? 1'b0 : enable ? count + 1'b1 : count;
	end
endmodule
$ cat flow/run.sh
#!/bin/bash
# OpenROAD 26Q1-2900-gdf79404cd8, Yosys 0.63+post, stock flow scripts
make -C /OpenROAD-flow-scripts/flow DESIGN_CONFIG=/design/flow/config.mk WORK_HOME=/design/flow/orfs finish
==> reports/metrics.csv <==
metric;value;unit
outcome;finished, violations left;
failing checks;negative setup slack;
Min-Delay Startpoint;count[4];
CTS Hold Bufs;0;
vias in the first global route;371;
clock share of power;48.2;%
switching pwr;0.1226;mW
# IOs;11;
Remaining DRCs;0;
CP Launch Type;register;
Log Warnings;36;
WL final;922;um
Synth Register Bits;8;
post-route ant nets;0;
WS Path Type;reg -> out;
cell count in the Yosys report;38;
Max VDD drop;0.5003;mV
first-pass GRT wire length;1.483;mm
GRT Total Usage;2.973;%
max FFs per register;8;
final setup margin;-0.1704;ns
RSZ-0062 raised after global routing;true;
post-route cell area;593.1;sq um
max-slew violation count;0;
Synth-to-Final Area Change;68.68;%
Placer Congestion;0.7674;
TNS Setup;-1.279;ns
CP endpoint kind;primary output;
Reg2Reg Launch Point;count[0];
Crit path depth;1;
htree depth;1;
sw frac;29.72;%
register share after synthesis;45.55;%
port bufs;10;
CTS Buffer Depth;2;
CTS Buf Count;3;
Via Count;351;
placed cell count;102;
Avg WL per Cell;8.232;um
logic area;176.4;sq um
distinct lib cells;16;
static leakage power;0.2826;nW
dpl cell area;573.1;sq um
# clock sinks;8;
mapped cell area;351.6;sq um
Syn Area/Cell;9.252;sq um
Hold Worst Slack;0.5957;ns
slowest stage delay, CP;0.31;ns
share of layout cells above drive strength 1;46.97;%
R2R depth;5;
Least-Margin Pin Slew;0.3037;ns
Setup violations, final;8;
hold path depth;3;
largest net degree at the start of global routing;9;
1st-pass router iterations;3;
number of synthesis warnings;1;
pwr dens;695.3;nW/um^2
flop-to-flop setup slack;0.67;ns
Flop area;170.2;sq um
worst rel slew slack;79.69;%
initial DRC count;3;
GRT Residual Overflow;0;
initial antenna violation count;0;
Critical Path End;counter[0];
clk ins delay skew pair;0.33;ns
Cell Int Power;0.2898;mW
Die Y-Extent;80;um
max cap viols;0;
Fillers;413;
RR Endpoint;count[6];
# Post-CTS Setup Buffers;0;
non-filler cells, final;112;
vias per cell;3.134;
clock skew;0.01856;ns
CP arrival;1.69;ns
worst min path class;reg -> reg;
Critical Path RT;1.52;ns
clock transition at the registers of the reported paths;0.04;ns
Final HPWL DP;696.2;um
Pre-Place Util;10.29;%
Die Size;6400;sq um
CP Max Fanout;2;
CORE AREA;3416;sq um
Rows;21;
clock tree from TritonCTS;built;
Reg power frac;42.9;%
crit path cell chain;buf_2;
Fin. Hold Viols;0;
Crit. Startpoint;count[0];
Antenna Diode Count;0;
Comb pwr share;8.9;%
CTS root buf;clkbuf_4;
WP buf/inv;1;
post-synthesis cell count;38;
slowest cell on the critical path;dfxtp_2;
pre-CTS setup slack;-0.7195;ns
die x size;80;um
delay-heaviest family, CP;flip-flops;
Yosys Chip Area;351.6;sq um
==> worst min path at each step <==
stage	endpoint	slack, ns
final	count[4]	0.60
after global routing	count[4]	0.63
after CTS	count[4]	0.60
==> through the flow <==
| step | utilization [%] | power (mW) |
|---|---|---|
| 2_1_floorplan | - | 0.2276 |
| 3_3_place_gp | 16.78 | 0.2494 |
| 3_5_place_dp | 16.78 | 0.2497 |
| 4_1_cts | 17.18 | 0.4260 |
| 5_1_grt | 17.36 | 0.4507 |
| 6_report | 17.36 | 0.4124 |
==> cell families after synthesis <==
| logic type | after synthesis | synth area share [%] |
|---|---|---|
| xor+xnor | 4 | 9.966 |
| compound gates | 6 | 8.538 |
| flops | 8 | 45.55 |
| simple gates | 15 | 25.27 |
| fa+ha+maj | 1 | 3.558 |
| buf+inv | 3 | 4.269 |
| mux | 1 | 2.847 |
==> layout make-up <==
type / count / area share [%]
well taps: 46 / 9.705
flip-flops and latches: 8 / 28.69
repair buffers: 20 / 23.00
clock buffers: 3 / 3.797
multi-input cells: 27 / 29.75
clock inverters: 8 / 5.063
==> synthesized netlist by cell type <==
library cell	number	area, sq um
a21oi_1	3	15.01
nand3_1	2	10.01
o21ai_0	3	15.01
mux2i_1	1	10.01
buf_1	1	3.750
nand4_4	1	21.27
buf_4	1	7.510
dfxtp_1	8	160.2
or3_1	3	18.77
nand2_1	2	7.510
xor2_1	3	26.28
ha_1	1	12.51
nand4_1	2	12.51
nor2_1	5	18.77
inv_1	1	3.750
xnor2_1	1	8.760
==> repair_timing <==
action	in CTS	in global routing
gates cloned	0	0
gates resized	36	1
setup endpoints to repair	16	8
pin swaps	0	0
==> power groups by stage <==
| stage | clock network (mW) | logic, mW | registers, mW |
|---|---|---|---|
| 4_1_cts | 0.212 | 0.0373 | 0.177 |
| 5_1_grt | 0.233 | 0.0403 | 0.177 |
| 6_report | 0.199 | 0.0367 | 0.177 |
==> layer usage <==
metal | GRT usage (%) | part of all wire [%] | routed length, um | up-vias
li1 | - | - | - | 187
met1 | 3.753 | 53 | 491 | 149
met2 | 3.291 | 34 | 316 | 15
met3 | 2.614 | 12 | 115 | 0
met4 | 1.408 | 0 | 0 | 0
met5 | 0 | 0 | 0 | -
==> cell usage in the layout (no fill, tap or decap) <==
cell	netlist	layout
buf_4	1	10
inv_1	1	8
dfxtp_2	0	8
buf_2	0	8
nor2_1	5	5
xor2_1	3	3
o21ai_0	3	3
or3_1	3	3
a21oi_1	3	3
clkbuf_4	0	3
nand2_1	2	2
nand4_1	2	2
nand3_1	2	2
mux2i_1	1	1
nand4_4	1	1
xnor2_1	1	1
ha_1	1	1
clkdlybuf4s50_1	0	1
buf_6	0	1
Power figures rest on the tool's default switching activity, not on a simulated workload.
