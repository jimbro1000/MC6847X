==> flow/design.v <==
module ext_counter (
	input  clk,
	input  reset,
	output [8:0] count
);
	reg [7:0] cheatCount;
	initial begin
        cheatCount = 8'b11111111;
	end
	assign count = { cheatCount, clk };
	always @(negedge clk) begin
		cheatCount = reset ? 8'd0 : cheatCount + 8'd1;
	end
endmodule
==> flow/run.sh <==
#!/bin/bash
# OpenROAD 26Q1-2900-gdf79404cd8, Yosys 0.63+post, stock flow scripts
make -C /OpenROAD-flow-scripts/flow DESIGN_CONFIG=/design/flow/config.mk WORK_HOME=/design/flow/orfs finish
==> flow/config.mk <==
export PLATFORM = sky130hd
export DESIGN_NAME = ext_counter
export DESIGN_NICKNAME = ext_counter
export VERILOG_FILES = /design/flow/design.v
export SDC_FILE = /design/flow/constraint.sdc
export NUM_CORES = 4
export LEC_CHECK = 1
export CORE_AREA = 10 10 70 70
export DIE_AREA = 0 0 80 80
==> flow/constraint.sdc <==
current_design ext_counter

set clk_period 2.3
set clk_io_pct 0.2

create_clock -name clk0 -period $clk_period [get_ports {clk}]

set non_clock_inputs [all_inputs -no_clocks]
set_input_delay [expr $clk_period * $clk_io_pct] -clock clk0 $non_clock_inputs
set_output_delay [expr $clk_period * $clk_io_pct] -clock clk0 [all_outputs]
==> changes_impl.md <==
### Physical design

* Crit Path Category: flip-flop to output pin
* Total die size at 6400 µm²
* Port bufs at 10
* Worst IR Drop VDD at just over 0.0003 V
* RSZ-0062 raised after global routing: yes
* Family of cells with the greatest summed delay on the critical path: flip-flops
* Effective utilization at floorplan at approximately a tenth
* Antenna diode instance count at 0
* Total detailed-routing wirelength at around 900 µm
* Gate count of the mapped netlist at 35
* Antenna-violating nets left at 0
* Register-to-register setup slack at a little over 1 ns
* Number of flip-flops in the largest register at 8
* Min-Delay Path Class: flip-flop to flip-flop
* TritonCTS clock tree: built
* Final WS setup at -0.1644 ns
* Global Route Usage Sum at slightly above 3%
* Max-cap violation count at 0
* Number of distinct standard cells referenced by the synthesized netlist at 16
* Sequential-to-total area share from yosys stat at 50.39%
* Total number of warnings across the stage logs at 28
* Number of optimization iterations in the first detailed-route pass at 4
* Delay contributed by the slowest stage of the critical path at 0.31 ns
* Filler-free cell count of the finished design at about 110
* Status: finished, violations left
* Maximum number of pins on one net before global-route repair at 9
* Startpoint of the lowest-slack register-to-register path: cheatCount[0]$_SDFF_NP0_
* Via count of the first global-routing pass at between 300 and 400
* Routed via count divided by cell count at 3.153
* Number of antenna violations at the first check in global routing at 0
* Max Transition Viols Final at 0
* DP Cell Count at between 90 and 100
* Worst Skew at around 0.012 ns
* Worst hold-check slack at approximately 0.52 ns
* Global-route congestion overflow total at 0
* Data arrival time of the worst path at around 2 ns
* Number of cell instances after yosys synthesis at 35
* Number of setup violations in the final report at 8
* Crit path max fanout at 2
* RD Place Congestion at ~0.66
* Required time of the critical path at between 1.5 and 2 ns
* Combined flip-flop and latch cell area at around 170 µm²
* Violations in the final reports: setup timing
* I/O pin count at 11
* Number of failing hold endpoints at the final stage at 0
* Quantity of hold-fixing buffers added after cts at 0
* Die Width at approximately 80 µm
* Overall power consumption at roughly 430 µW
* R2r worst-path depth at 5
* Post-Synthesis Mean Instance Area at 9.080 µm²
* Final Util at between 10% and 20%
* Half-perimeter wire length of the detailed placement result at 665.9 µm
* Static Leak at 0.2724 nW
* Startpoint of the most critical setup path: cheatCount[2]$_SDFF_NP0_
* Levels on crit path at 1
* Yosys reg bits at 8
* Wire length of the first global-routing pass at 1.524 mm
* Clock Latency Late Sink at ~0.43 ns
* WL/cell at 8.324 µm
* Crit path launch type: flip-flop
* Cell row count at 21
* Total via count in the routed design at 350
* Pwr per Cell Area at between 700 and 800 nW/µm²
* Number of DRC violations after detailed routing at 0
* Worst-path cell chain: buf_2
* Setup crit end: count[3]
* Gate Area at between 100 and 150 µm²
* Layout filler cell count at 392
* Cell at the slowest stage of the critical path: sky130_fd_sc_hd__dfxtp_2
* Synth top area share at between 50% and 60%
* First DRT Iteration DRCs at 21
* Main area contributors after synthesis: sky130_fd_sc_hd__dfxtp_1, sky130_fd_sc_hd__or3_1, sky130_fd_sc_hd__xor2_1
* Rel. slew slack at between 80 and 90%
* Overall die height at 80 µm
* Mapped Area at around 320 µm²
* Endpoint type of the worst setup path: output pin
* Synthesis-to-layout area growth at 80.31%
* Clock transition at path regs at 0.04 ns
* Yosys top cell by area: sky130_fd_sc_hd__dfxtp_1
* Share of post-route cells with drive strength above 1 at between 40% and 50%
* Floorplan Core Area at about 3400 µm²
* Number of warning messages in the yosys log at 1
* Chip area in the Yosys report at between 300 and 400 µm²
* Endpoint of the lowest-slack register-to-register path: cheatCount[6]$_SDFF_NP0_
* Transition time at the pin with the least slew margin at about 0.29 ns
* Critical path buffer and inverter count at 1
[cells in the mapped netlist]
library cell,n
sky130_fd_sc_hd__ha_1,1
sky130_fd_sc_hd__or3_1,3
sky130_fd_sc_hd__nor2_1,4
sky130_fd_sc_hd__a21oi_1,3
sky130_fd_sc_hd__clkbuf_1,1
sky130_fd_sc_hd__nand4_1,1
sky130_fd_sc_hd__xor2_1,2
sky130_fd_sc_hd__dfxtp_1,8
sky130_fd_sc_hd__nand3_1,2
sky130_fd_sc_hd__xnor2_1,1
sky130_fd_sc_hd__nand3_2,1
sky130_fd_sc_hd__inv_1,1
sky130_fd_sc_hd__buf_4,1
sky130_fd_sc_hd__o21ai_0,3
sky130_fd_sc_hd__nand2_1,2
sky130_fd_sc_hd__nor2b_1,1
[placed cells by master (no fill, tap or decap)]
cell	n
sky130_fd_sc_hd__buf_4	9
sky130_fd_sc_hd__inv_1	8
sky130_fd_sc_hd__dfxtp_2	8
sky130_fd_sc_hd__buf_2	8
sky130_fd_sc_hd__clkbuf_4	6
sky130_fd_sc_hd__nor2_1	4
sky130_fd_sc_hd__o21ai_0	3
sky130_fd_sc_hd__or3_1	3
sky130_fd_sc_hd__a21oi_1	3
sky130_fd_sc_hd__xor2_1	2
sky130_fd_sc_hd__nand3_1	2
sky130_fd_sc_hd__nand2_1	2
sky130_fd_sc_hd__clkdlybuf4s50_1	2
sky130_fd_sc_hd__xnor2_1	1
sky130_fd_sc_hd__nand3_2	1
sky130_fd_sc_hd__nand4_1	1
sky130_fd_sc_hd__nor2b_1	1
sky130_fd_sc_hd__ha_1	1
[worst min path at each step]
stage / start / endpoint / slack, ns / cells after the start
5_1_grt: cheatCount[0]$_SDFF_NP0_ / cheatCount[0]$_SDFF_NP0_ / 0.54 / 2
4_1_cts: cheatCount[0]$_SDFF_NP0_ / cheatCount[0]$_SDFF_NP0_ / 0.52 / 2
6_report: cheatCount[0]$_SDFF_NP0_ / cheatCount[0]$_SDFF_NP0_ / 0.52 / 2
[metrics by stage]
stage	setup slack [ns]	cell area, µm²	TNS (ns)
after detailed placement	-0.1742	524.3	-2.153
after floorplan	0.2960	317.8	0
after CTS	-0.1805	573.1	-1.304
after global routing	-0.2480	573.1	-1.656
final	-0.1644	573.1	-1.199
after global placement	-0.1317	524.3	-1.890
[cell families after synthesis]
group,Yosys count,synth area share [%]
buf+inv,3,4.723
compound gates,6,9.446
simple gates,14,23.23
flops,8,50.39
fa+ha+maj,1,3.936
xor+xnor,3,8.269
[worst register-to-register path: stages, from the launching register on]
cell	delay (ns)
sky130_fd_sc_hd__dfxtp_2	0.32
sky130_fd_sc_hd__buf_4	0.12
sky130_fd_sc_hd__ha_1	0.20
sky130_fd_sc_hd__nand2_1	0.08
sky130_fd_sc_hd__or3_1	0.34
sky130_fd_sc_hd__a21oi_1	0.13
[metal layers]
layer / vias up / part of all wire (%) / track usage, %
met2: 21 / 38 / 3.291
met1: 151 / 45 / 3.555
li1: 178 / - / -
met5: - / 0 / 0
met4: 0 / 0 / 1.585
met3: 0 / 17 / 3.295
[where the power goes]
group	internal, mW	switching [mW]	total, mW
sequential	0.145	0.00249	0.148
clock	0.164	0.0976	0.262
combinational	0.0137	0.0101	0.0237
[area by class of cell]
type                       count  area share [%]
sequential                     8           29.69
multi-input combinational     24           24.89
timing repair buffer          18           20.52
tap                           46           10.04
clock buffer                   7           9.607
clock inverter                 8           5.240
[timing repair]
action / 4_1_cts / 5_1_grt
hold endpoints to repair: 0 / 0
buffers inserted: 1 / 0
setup endpoints to repair: 8 / 8
gates cloned: 0 / 0
gates resized: 33 / 0
Power and IR drop assume default switching activity.
